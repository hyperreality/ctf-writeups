===== design/flow/constraint.sdc =====
current_design fsmir

set clk_period 3.2
set clk_io_pct 0.2

create_clock -name clk0 -period $clk_period [get_ports {clk}]

set non_clock_inputs [all_inputs -no_clocks]
set_input_delay [expr $clk_period * $clk_io_pct] -clock clk0 $non_clock_inputs
set_output_delay [expr $clk_period * $clk_io_pct] -clock clk0 [all_outputs]

===== design/flow/run.sh =====
#!/bin/bash
# OpenROAD 26Q1-2900-gdf79404cd8, Yosys 0.63+post, stock flow scripts
make -C /OpenROAD-flow-scripts/flow DESIGN_CONFIG=/design/flow/config.mk WORK_HOME=/design/flow/orfs finish

===== design/flow/design.v =====
module fsmir (
	input              clk   ,
	input        [7:0] di    ,
	output logic [7:0] c     ,
	output             solved
);
	initial c = 8'b0;
	assign solved = c == 8'd59;
	always @(posedge clk) begin
		c <= 8'b0;
		case (c)
			8'b1001: if((di ^ c) == 8'b1110000) c <= 8'b1010;
			8'b101001: if((di ^ c) == 8'b1010000) c <= 8'b101010;
			8'b11100: if((di ^ c) == 8'b1101000) c <= 8'b11101;
			8'b1010: if((di ^ c) == 8'b1111001) c <= 8'b1011;
			8'b1100: if((di ^ c) == 8'b1101001) c <= 8'b1101;
			8'b110000: if((di ^ c) == 8'b1011001) c <= 8'b110001;
			8'b111001: if((di ^ c) == 8'b110) c <= 8'b111010;
			8'b11000: if((di ^ c) == 8'b1000111) c <= 8'b11001;
			8'b11110: if((di ^ c) == 8'b1011101) c <= 8'b11111;
			8'b10: if((di ^ c) == 8'b1110001) c <= 8'b11;
			8'b10100: if((di ^ c) == 8'b1110011) c <= 8'b10101;
			8'b101011: if((di ^ c) == 8'b1000101) c <= 8'b101100;
			8'b10000: if((di ^ c) == 8'b1100010) c <= 8'b10001;
			8'b101010: if((di ^ c) == 8'b1110101) c <= 8'b101011;
			8'b100111: if((di ^ c) == 8'b1001001) c <= 8'b101000;
			8'b10111: if((di ^ c) == 8'b1100100) c <= 8'b11000;
			8'b11: if((di ^ c) == 8'b1110111) c <= 8'b100;
			8'b1111: if((di ^ c) == 8'b1101010) c <= 8'b10000;
			8'b101101: if((di ^ c) == 8'b1011001) c <= 8'b101110;
			8'b101000: if((di ^ c) == 8'b1001011) c <= 8'b101001;
			8'b101: if((di ^ c) == 8'b1010001) c <= 8'b110;
			8'b110110: if((di ^ c) == 8'b1010001) c <= 8'b110111;
			8'b1110: if((di ^ c) == 8'b1011000) c <= 8'b1111;
			8'b100010: if((di ^ c) == 8'b1010110) c <= 8'b100011;
			8'b100101: if((di ^ c) == 8'b1000011) c <= 8'b100110;
			8'b100: if((di ^ c) == 8'b1000111) c <= 8'b101;
			8'b10010: if((di ^ c) == 8'b1111110) c <= 8'b10011;
			8'b1101: if((di ^ c) == 8'b1100000) c <= 8'b1110;
			8'b110001: if((di ^ c) == 8'b1011110) c <= 8'b110010;
			8'b110101: if((di ^ c) == 8'b1011100) c <= 8'b110110;
			8'b110011: if((di ^ c) == 8'b1101100) c <= 8'b110100;
			8'b101111: if((di ^ c) == 8'b1011011) c <= 8'b110000;
			8'b1: if((di ^ c) == 8'b1110100) c <= 8'b10;
			8'b11001: if((di ^ c) == 8'b1110011) c <= 8'b11010;
			8'b100000: if((di ^ c) == 8'b1010111) c <= 8'b100001;
			8'b100011: if((di ^ c) == 8'b1001011) c <= 8'b100100;
			8'b100100: if((di ^ c) == 8'b1111011) c <= 8'b100101;
			8'b110111: if((di ^ c) == 8'b1011111) c <= 8'b111000;
			8'b100001: if((di ^ c) == 8'b1001000) c <= 8'b100010;
			8'b11101: if((di ^ c) == 8'b1000010) c <= 8'b11110;
			8'b110: if((di ^ c) == 8'b1000000) c <= 8'b111;
			8'b1000: if((di ^ c) == 8'b1011011) c <= 8'b1001;
			8'b110010: if((di ^ c) == 8'b1011100) c <= 8'b110011;
			8'b10011: if((di ^ c) == 8'b1111100) c <= 8'b10100;
			8'b100110: if((di ^ c) == 8'b1000111) c <= 8'b100111;
			8'b111010: if((di ^ c) == 8'b1000111) c <= 8'b111011;
			8'b10001: if((di ^ c) == 8'b1111000) c <= 8'b10010;
			8'b10101: if((di ^ c) == 8'b1001010) c <= 8'b10110;
			8'b0: if((di ^ c) == 8'b1101010) c <= 8'b1;
			8'b111000: if((di ^ c) == 8'b1001100) c <= 8'b111001;
			8'b110100: if((di ^ c) == 8'b1000110) c <= 8'b110101;
			8'b1011: if((di ^ c) == 8'b1111111) c <= 8'b1100;
			8'b11011: if((di ^ c) == 8'b1101000) c <= 8'b11100;
			8'b11111: if((di ^ c) == 8'b1000000) c <= 8'b100000;
			8'b101110: if((di ^ c) == 8'b1001111) c <= 8'b101111;
			8'b10110: if((di ^ c) == 8'b1111111) c <= 8'b10111;
			8'b11010: if((di ^ c) == 8'b1101111) c <= 8'b11011;
			8'b111: if((di ^ c) == 8'b1111100) c <= 8'b1000;
			8'b101100: if((di ^ c) == 8'b1000011) c <= 8'b101101;
			default   : c <= 8'b0;
		endcase
	end
endmodule

===== design/flow/config.mk =====
export PLATFORM = sky130hd
export DESIGN_NAME = fsmir
export DESIGN_NICKNAME = fsmir
export VERILOG_FILES = /design/flow/design.v
export SDC_FILE = /design/flow/constraint.sdc
export NUM_CORES = 4
export LEC_CHECK = 1
export CORE_AREA = 10 10 106 106
export DIE_AREA = 0 0 116 116

==> deck_impl_summary.md <==
Flow Results at a Glance

Final timing
  – Setup TNS: 0 ns
  – Setup Skew: between 0.005 and 0.006 ns
  – Maximum clock frequency: 0.335 GHz
  – RSZ-0062 raised after global routing: false
  – Final Critical Period: between 2 and 3 ns
  – Final hold vios: 0
  – Slew HR: 0.580
  – Hold WS: approximately 1.0 ns
  – Final setup vio count: 0
  – Max Slew Vio Count: 0
  – Worst Tran Pin Value: about 0.62 ns
  – Cycle use final: 0.932
  – Setup ws final: between 0.2 and 0.25 ns

Routing
  – Routed wire length: around 8400 um
  – DR vias: around 2300
  – ANT cells: 0
  – # DRC: 0
  – WL/cell: ~21 um
  – ANT nets after route: 0
  – DRT iter0 DRCs: 250
  – First-pass iteration count of the detailed router: 5
  – Vias per Instance: 5.89

Placement
  – Post-detail-place hpwl: around 6800 um
  – Cell area after placement: roughly 0.0022 mm2
  – Final Wtd Congestion: 1.05
  – Pre-CTS setup slack: about 0.086 ns
  – Placed Cells incl. Taps: between 300 and 400
  – Input/output buffers: 15

Critical path
  – Critical path class: in -> reg
  – Largest stage delay on the critical path: 0.55 ns
  – CP endpoint kind: flip-flop
  – Critical path arrival: roughly 3 ns
  – Crit start category: primary input
  – WP data required: between 3 and 4 ns
  – Crit-path slowest cell: clkdlybuf4s50_1
  – Crit-path cells: clkdlybuf4s50_1 > buf_4 > xor2_1 > or3_1 > a211oi_1 > a311o_1 > nand4bb_1 > or4b_1
  – CP Max Fanout: 7

Logic synthesis
  – Registers, synthesis: 6
  – Sequential cell area fraction in the yosys report: 0.0766
  – Yosys synthesis chip area: 0.00157 mm2
  – Top cells by count: 30 x nand2_1, 21 x nor2_1, 20 x nor4_1, 14 x nand3_1, 12 x nand4_1
  – FFs w/ async S/R, synth: 0
  – Synth unique cells: 56
  – Ys cells: approximately 230
  – Count of library flops with an enable pin: 0
  – Synthesis Warnings: 1
  – Cell area after synthesis: ~0.0016 mm2
  – Ys flop type: dfxtp_1
  – Yosys top cell by area: nor4_1
  – Synth Area per Inst: between 6 and 7 um2
  – Area leader share: 0.0798
  – Top-count cell post-synth: nand2_1
  – Top cells, area: nor4_1 8.0%, dfxtp_1 7.7%, nand2_1 7.2%
  – Syn Inst Count: between 200 and 250

Pwr
  – Leak Pwr: 0.756 nW
  – PwrDens: 131 mW/mm2
  – Peak supply drop: a little over 0.06 mV
  – Tot Pwr: approximately 0.29 mW

Layout
  – Post-route insts no fill: slightly below 400
  – Max reg flops: 6
  – Biggest regs: c: 6 flops
  – Area growth, synth to finish: 39.9%
  – Multi-input logic area: roughly 0.0014 mm2
  – Biggest register: c
  – Filler cell count: 983
  – Core Util, Final: 0.248
  – Share of cells above drive strength 1: 0.213
  – Storage element area: approximately 120 um2
  – Final Cell Area: between 0.002 and 0.0025 mm2

CTS
  – Clk slew on worst S/H paths: approximately 0.040 ns
  – CTS Hold Buffers Added: 0
  – Clock sinks: 6
  – H-tree depth: 1
  – Post-CTS setup buffer count: 0
  – CTS max path bufs: 2
  – CTS tree: yes
  – CTS Buf Count: 3
  – Clk latency of the worst-skew pair: between 0.2 and 0.25 ns
  – Clock tree root buffer cell: clkbuf_8
  – Quantity of gates resized following cts: 0

Floorplanning
  – Die Y: between 100 and 150 um
  – Core Area: ~0.0088 mm2
  – Init Core Util: 0.177
  – Chip width: between 100 and 150 um
  – Io pins: 18
  – Row cnt: 34
  – DIE AREA: about 0.013 mm2

GRT
  – Via count of the first global-routing pass: about 2300
  – Grt total ovfl: 0
  – Largest net degree at the start of global routing: 20
  – Global Route Usage Sum: 0.124
  – First-pass GRT wire length: 13000 um
  – Initial antenna violation count: 0

Job
  – # Max-Cap Violations: 0
  – Tool warning count: 25

Min path
  – Hold Crit Class: reg -> reg

Status
  – Status: completed
-- kinds of logic after synthesis --
| group | share of synthesized area |
|---|---|
| AND/OR/NAND/NOR | 0.615 |
| buffers and inverters | 0.0511 |
| XOR/XNOR | 0.0758 |
| flip-flops | 0.0766 |
| AND-OR/OR-AND | 0.180 |
| other | 0.00239 |
-- report_power, final --
group | leakage, nW | total [mW] | switching, mW | internal, mW
Sequential | 0.0483 | 0.0753 | 0.000137 | 0.0752
Clock | 0.0216 | 0.118 | 0.0368 | 0.0812
Combinational | 0.686 | 0.0933 | 0.0529 | 0.0404
Total | 0.756 | 0.287 | 0.0899 | 0.197
-- cell type report --
cell class,count,area share
Tap cell,108,0.0616
Multi-Input combinational cell,211,0.625
Sequential cell,6,0.0548
Inverter,2,0.00342
Timing Repair Buffer,64,0.236
Clock buffer,3,0.0188
-- cell usage in the layout (no fill, tap or decap), types with 5 or more instances in the layout --
| master | n |
|---|---|
| buf_4 | 49 |
| nand2_1 | 30 |
| nor2_1 | 21 |
| nor4_1 | 20 |
| clkdlybuf4s50_1 | 15 |
| nand3_1 | 14 |
| nand4_1 | 12 |
| nor3_1 | 9 |
| nor2b_1 | 6 |
| nor4b_1 | 6 |
| and3_1 | 6 |
| dfxtp_1 | 6 |
| or3_1 | 5 |
| a21oi_1 | 5 |
-- final timing paths --
path	from	to	slack, ns	depth (start not counted)
worst max-delay path	di[3]	c[2]	0.22	8
worst min-delay path	c[3]	c[4]	1.0	4
worst max register to register	c[0]	c[1]	0.62	7
worst min register to register	c[3]	c[4]	1.0	4
-- per-layer routing --
layer / vias to the layer above / track usage / part of all wire
met5: - / 0 / 0
met4: 0 / 0.0542 / 0.059
met3: 45 / 0.0288 / 0.11
met2: 178 / 0.208 / 0.46
met1: 1064 / 0.148 / 0.37
li1: 1034 / - / -
-- critical path, delay by kind of cell --
kind,cells,cell delay (ns)
buffers and inverters,2,0.69
AND/OR/NAND/NOR,3,0.87
AND-OR/OR-AND,2,0.43
XOR/XNOR,1,0.44
Power figures rest on the tool's default switching activity, not on a simulated workload.
